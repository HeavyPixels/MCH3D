## constraint.sdc

```tcl
current_design triangle_assembly

set clk_period 6.3
set clk_io_pct 0.2

create_clock -name clk0 -period $clk_period [get_ports {clk}]

set non_clock_inputs [all_inputs -no_clocks]
set_input_delay [expr $clk_period * $clk_io_pct] -clock clk0 $non_clock_inputs
set_output_delay [expr $clk_period * $clk_io_pct] -clock clk0 [all_outputs]
```

## run.sh

```bash
#!/bin/bash
# OpenROAD 26Q1-2900-gdf79404cd8, Yosys 0.63+post, stock flow scripts
make -C /OpenROAD-flow-scripts/flow DESIGN_CONFIG=/design/flow/config.mk WORK_HOME=/design/flow/orfs finish
```

## design.v

```verilog
module triangle_assembly(
  input clk,
  input [1:0] v_sel,
  input [7:0] v_data,
  input [2:0] v_addr,
  input v_we,
  input [7:0] command,
  input [1:0] va_sel,
  input [1:0] vb_sel,
  input [1:0] vc_sel,
  input write,
  output [121:0] vertices_wrdata,
  output reg vertices_push,
  input vertices_full
);
reg [39:0] v0;
reg [39:0] v1;
reg [39:0] v2;
reg [39:0] v3;
always@(posedge clk)
begin
  if(v_we)
  begin
    case(v_sel)
      'h0: v0[v_addr*8 +: 8] <= v_data;
      'h1: v1[v_addr*8 +: 8] <= v_data;
      'h2: v2[v_addr*8 +: 8] <= v_data;
      'h3: v3[v_addr*8 +: 8] <= v_data;
    endcase
  end
end
reg [7:0] vcom;
reg [37:0] va;
reg [37:0] vb;
reg [37:0] vc;
assign vertices_wrdata = {vcom, va, vb, vc};
always@(posedge clk)
begin
  vcom <= command;
  case(va_sel)
    'h0: va <= v0[37:0];
    'h1: va <= v1[37:0];
    'h2: va <= v2[37:0];
    'h3: va <= v3[37:0];
  endcase
  case(vb_sel)
    'h0: vb <= v0[37:0];
    'h1: vb <= v1[37:0];
    'h2: vb <= v2[37:0];
    'h3: vb <= v3[37:0];
  endcase
  case(vc_sel)
    'h0: vc <= v0[37:0];
    'h1: vc <= v1[37:0];
    'h2: vc <= v2[37:0];
    'h3: vc <= v3[37:0];
  endcase
  vertices_push <= write & !vertices_full;
end
endmodule
```

## config.mk

```make
export PLATFORM = sky130hd
export DESIGN_NAME = triangle_assembly
export DESIGN_NICKNAME = triangle_assembly
export VERILOG_FILES = /design/flow/design.v
export SDC_FILE = /design/flow/constraint.sdc
export NUM_CORES = 4
export LEC_CHECK = 1
export CORE_UTILIZATION = 40
```

==> results.txt <==
Synthesis and PnR results.

- The worst register-to-register path has a depth of 1.
- The floorplan core area reads between 20000 and 30000 sq um.
- The final worst-path setup slack reads around 2700 ps.
- The overall die width is roughly 170 microns.
- The post-cts resize count is 0.
- The length of the first detailed-routing pass in iterations reads 5.
- In this run the number of H-tree levels came out at 1.
- The first global-routing pass estimated approximately 40000 microns of wire.
- In this run the layout overhead on the synthesized area is reported as 26.1%.
- The synthesized instance count is ~730.
- The highest supply drop recorded on VDD is about 220 uV.
- The clock passes through at most 3 buffers.
- The tightest slew margin relative to the limit is 0.351.
- The number of placement rows reads between 60 and 70.
- In the final routed layout, each cell accounts on average for roughly 20 microns.
- Looking at the worst setup and hold paths, the clock pins of their registers show a slew of ~60 ps.
- The number of remaining DRC errors reads 0.
- The flip-flop and latch count after synthesis is between 200 and 300.
- The count of hold-fix buffers inserted at cts reads 0.
- The filler cells instantiated in the layout total about 2300.
- The HPWL after detailed placement is between 15000 and 20000 microns.
- The most used flip-flop cell after synthesis is sky130_fd_sc_hd__edfxtp_1.
- The share of layout cells above drive strength 1 reads 0.216.
- STA lists the startpoint of the worst register-to-register path as v0[21]$_DFFE_PP_.
- Looking at the critical path, the highest net fanout was 17.
- The skew report gives the latency at the later pin of the worst-skew pair as around 550 ps.
- The count of different cell masters after synthesis is 27.
- The number of clock buffers inserted by TritonCTS reads 30.
- The iteration-0 DRC count of the detailed router is roughly 420.
- The number of hold-slack violations in the final timing report reads 0.
- The floorplan utilization reads 0.409.
- The classification of the worst-slack hold path is reg2reg.
- The transition at the pin with the smallest max-transition slack reads ~960 ps.
- The remaining number of nets flagged by the antenna check after routing reads 0.
- The number of buffers inserted by post-CTS setup repair is 0.
- The critical path ends at v3[23]$_DFFE_PP_.
- The synthesized cell area reads 11400 sq um.
- The global route stage reports its total congestion overflow as 0.
- STA classifies the critical path startpoint as an input port.
- The end-of-flow timing check tallies setup violations at 0.
- The largest net degree at the start of global routing is 39.
- The required time at the worst endpoint is listed as between 6000 and 7000 ps.
- The count of placed standard cells in the final layout, fillers left out reads ~1300.
- The final routed wirelength across all metal layers reads between 20000 and 30000 microns.
- Per the gpl log, the routability congestion estimate is around 0.84.
- The total area of multi-input combinational cells reads a little over 4000 sq um.
- Yosys reported that registers with async set or reset make up 0.
- The master cell of the clock root buffer is sky130_fd_sc_hd__clkbuf_16.
- The flow ran to the end, and the final reports show no timing, DRC or antenna violations.
- The placed standard-cell area is around 13000 sq um.
- The source of the critical timing path reads v_addr[0].
- The area reported by Yosys stat is 11400 sq um.
- The chip area reads ~30000 sq um.
- Setup repair after global routing left no endpoint under its margin.
- The chip height reads ~170 microns.
- The worst-case setup slack after placement reads ~2300 ps.
- Adding up every negative setup slack in the final design gives 0 ps.
- The number of standard cells reported by yosys is around 730.
- The startpoint-to-endpoint class of the critical path reads in2reg.
- The clock tree from TritonCTS is yes.
- Per the layout area report, the register area comes to roughly 7000 sq um.
- In this run the static leakage power is between 5 and 6 nW.
- The number of antenna violations at the first check in global routing reads 3.
- Across all layers, the routed design uses 6954 vias.
- Input and output buffers added on the ports amount to around 150.
- The shortest clock period the worst path allows after layout is around 3600 ps.
- For this run, the register share of the synthesized area comes to 0.615.
- Summed over all routing layers, the global router reports a total usage of 0.199.
- The number of violations of the max-capacitance limit is 0.
- The via count of the first global-routing pass is about 7100.
- The setup slack on the worst flop-to-flop path is between 5000 and 6000 ps.
- In this run, synthesis inferred between 150 and 200 flip-flops with an integrated enable.
- Pin placement for this block handled between 150 and 200 I/O pins.
- The share of the cycle needed by the critical path after routing is 0.564.
- The number of clock sinks reads roughly 280.
- Clock skew on the completed layout was measured at 7.26 ps.
- Pins over their slew limit in the final report were tallied at 0.
- The peak clock frequency supported by timing reads roughly 280 MHz.
- The cell area after layout is approximately 14000 sq um.
- The mean instance size in the synthesized netlist is about 16 sq um.
- The average via count per standard cell is 5.38.
- The warning tally printed by Yosys for this design is 1.
- The capture point of the worst register-to-register path is recorded as va[21]$_DFF_P_.
- The number of OpenROAD warnings is 26.
- Once placement completed, the tool counted placed cells totaling ~1200.
- The capturing element type of the critical path reads a register.
- The total power density per cell area reads approximately 300 nW/um^2.
- The final worst hold slack is about 590 ps.
- Data on the critical path arrives at its endpoint at slightly below 4000 ps.
## cell usage in the layout (no fill, tap or decap), types with 4 or more instances in the layout
master and count:
sky130_fd_sc_hd__edfxtp_1 152, sky130_fd_sc_hd__clkdlybuf4s50_1 147, sky130_fd_sc_hd__nand2_1 140, sky130_fd_sc_hd__dfxtp_1 123, sky130_fd_sc_hd__mux4_2 114, sky130_fd_sc_hd__a21o_1 88
sky130_fd_sc_hd__clkbuf_16 37, sky130_fd_sc_hd__buf_4 23, sky130_fd_sc_hd__nor4_1 14, sky130_fd_sc_hd__nand2b_1 9, sky130_fd_sc_hd__nor3_1 8, sky130_fd_sc_hd__clkinv_2 6
sky130_fd_sc_hd__buf_2 6, sky130_fd_sc_hd__inv_1 4, sky130_fd_sc_hd__clkinv_1 4, sky130_fd_sc_hd__nand4_1 4, sky130_fd_sc_hd__ha_1 4, sky130_fd_sc_hd__clkbuf_8 4
## flip-flops by register name (all words and copies together) (netlist names)
name           flops
v0                38
v1                38
v2                38
v3                38
va                38
vb                38
vc                38
vcom               8
vertices_push      1
## how the worst min path moves through the flow
stage | endpoint | slack, ps | depth (start not counted) | from
CTS | v2[35]$_DFFE_PP_ | 600 | 1 | v2[35]$_DFFE_PP_
global route | v1[18]$_DFFE_PP_ | 620 | 1 | v1[18]$_DFFE_PP_
finish | v2[28]$_DFFE_PP_ | 590 | 2 | v2[28]$_DFFE_PP_
## area by class of cell
class	instances	share of cell area
multi-input combinational	400	0.288
clock buffer	44	0.0689
inverter	5	0.00130
tap	378	0.0328
sequential	275	0.488
antenna	3	0.000521
timing repair buffer	176	0.116
clock inverter	12	0.00443
## synthesized netlist by cell type, types with 3 or more instances
cell	count	area (sq um)
sky130_fd_sc_hd__or3_1	3	18.8
sky130_fd_sc_hd__edfxtp_1	152	4560
sky130_fd_sc_hd__ha_1	4	50.1
sky130_fd_sc_hd__nor3_1	8	40.0
sky130_fd_sc_hd__clkbuf_1	20	75.1
sky130_fd_sc_hd__buf_1	3	11.3
sky130_fd_sc_hd__mux4_2	114	2570
sky130_fd_sc_hd__nand2_1	140	526
sky130_fd_sc_hd__nand3_1	3	15.0
sky130_fd_sc_hd__buf_2	20	100
sky130_fd_sc_hd__inv_1	4	15.0
sky130_fd_sc_hd__dfxtp_1	123	2460
sky130_fd_sc_hd__nor4_1	14	87.6
sky130_fd_sc_hd__nand2b_1	9	56.3
sky130_fd_sc_hd__nand4_1	4	25.0
sky130_fd_sc_hd__a21o_1	88	661
sky130_fd_sc_hd__buf_6	5	56.3
## critical path, cell delays in order
cell and delay, ps:
sky130_fd_sc_hd__clkdlybuf4s50_1 660, sky130_fd_sc_hd__inv_1 80, sky130_fd_sc_hd__ha_1 590, sky130_fd_sc_hd__clkinv_1 340, sky130_fd_sc_hd__nor4_1 900, sky130_fd_sc_hd__a21o_1 140
## power by group
group | internal (mW) | leakage, nW | switching [mW]
logic | 0.239 | 2.74 | 0.160
registers | 1.99 | 2.44 | 0.0405
clock network | 1.09 | 0.526 | 0.702
total | 3.32 | 5.70 | 0.902
## routing by layer
| layer | track usage | vias to the layer above | share of wire |
|---|---|---|---|
| met3 | 0.0992 | 47 | 0.12 |
| li1 | - | 3151 | - |
| met5 | 0 | - | 0 |
| met4 | 0.0380 | 0 | 0.021 |
| met1 | 0.294 | 3418 | 0.40 |
| met2 | 0.288 | 338 | 0.46 |
## cell families after synthesis
kind of cell	share of synthesized area
buffers and inverters	0.0229
adders and majority gates	0.00438
DFF	0.615
AOI/OAI and AO/OA	0.0585
muxes	0.225
and+or+nand+nor	0.0747
## through the flow
stage,util,total power [mW]
2_1_floorplan,-,2.26
3_3_place_gp,0.478,2.47
3_5_place_dp,0.478,2.47
4_1_cts,0.516,4.27
5_1_grt,0.516,4.38
6_report,0.516,4.22
Power is estimated from default activity; no workload was simulated.
