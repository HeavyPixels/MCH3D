==> flow/design.v <==
module triangle_tester(
  input clk,
  input rst,
  input triangle_full,
  output reg [7:0] triangle_wrdata,
  output reg triangle_push,
  input draw_next
);
reg [479:0] triangle_data[0:4];
initial begin
  triangle_data[0] = 480'h002827fde00ef00007fe85fe82003040000000000000f800000000000000_0001917ffde940007fa80065005aff9e00b0000000000000000000000000;
  triangle_data[1] = 480'h000027fde000000007fd020000000004e2000f003e007800000000000000_000000000000000000000000000000000000000000000000000000000000;
  triangle_data[2] = 480'h004fe7fde00ef0077ffd020000000004e2000f003e007800000000000000_000000000000000000000000000000000000000000000000000000000000;
  triangle_data[3] = 480'h000000000000000000000000000000000000000000000000000000000080_000000000000000000000000000000000000000000000000000000000000;
  triangle_data[4] = 480'h000000000000000000000000000000000000000000000000000000000040_000000000000000000000000000000000000000000000000000000000000;
end
reg [0:1] triangle_ready;
reg triangle_ready_set, triangle_ready_clear;
always@(posedge clk)
begin
  if(rst)
    triangle_ready <= 2'h3;  
  else if(triangle_ready_set)
    triangle_ready <= 2'h3;
  else if(triangle_ready_clear)
    triangle_ready <= triangle_ready - 2'h1;
end
reg efb_ready;
wire efb_ready_set = draw_next;
reg efb_ready_clear;
always@(posedge clk)
begin
  if(rst)
    efb_ready <= 1;
  else if(efb_ready_set)
    efb_ready <= 1;
  else if(efb_ready_clear)
    efb_ready <= 0;
end
reg [6:0] efb_counter;
reg efb_add=0, efb_sub;
reg efb_rst;  
always@(posedge clk)
begin
  if(rst || efb_rst)
    efb_counter <= 7'h4F;  
  else if(efb_add && !efb_sub)
    efb_counter <= efb_counter + 7'h01;
  else if(!efb_add && efb_sub)
    efb_counter <= efb_counter - 7'h01;
end
reg ef_state;
reg ef_set, ef_clear;
always@(posedge clk)
begin
  if(rst)
    ef_state <= 1;  
  else if(ef_set)
    ef_state <= 1;
  else if(ef_clear)
    ef_state <= 0;
end
reg [6:0] output_counter;
reg [2:0] state;
localparam IDLE=3'd0, TRI1=3'd1, TRI2=3'd2, EFB1=3'd3, EFB2=3'd4, EF1=3'd5, EF2=3'd6;
always@(posedge clk)
begin
  if(rst)
  begin
    state <= IDLE;
  end
  else
  begin
    case(state)
      IDLE: begin
        if(triangle_full)
          state <= IDLE;
        else if(triangle_ready > 0)
        begin
          state <= TRI1;
          output_counter <= 59;
        end
        else if(efb_counter > 0 && efb_ready)
        begin
          state <= EFB1;
          output_counter <= 59;
        end
        else if(ef_state && efb_ready)
        begin
          state <= EF1;
          output_counter <= 59;
        end
      end
      TRI1: begin
        if(output_counter == 0)
          state <= TRI2;
        else
          state <= TRI1;
        output_counter <= output_counter - 1;
      end
      TRI2: begin
        state <= IDLE;
      end
      EFB1: begin
        if(output_counter == 0)
          state <= EFB2;
        else
          state <= EFB1;
        output_counter <= output_counter - 1;
      end
      EFB2: begin
        state <= IDLE;
      end
      EF1: begin
        if(output_counter == 0)
          state <= EF2;
        else
          state <= EF1;
        output_counter <= output_counter - 1;
      end
      EF2: begin
        state <= IDLE;
      end
    endcase
  end
end
always@*
begin
  triangle_ready_set = 0;
  triangle_ready_clear = 0;
  efb_ready_clear = 0;
  efb_sub = 0;
  ef_set = 0;
  ef_clear = 0;
  triangle_push = 0;
  efb_rst = 0;  
  case(state)
    TRI1: begin
      triangle_wrdata = triangle_data[2'h3 - triangle_ready][8*output_counter+:8];
      triangle_push = 1;
    end
    TRI2: begin
      triangle_ready_clear = 1;
    end
    EFB1: begin
      triangle_wrdata = triangle_data[3][8*output_counter+:8];
      triangle_push = 1;
      efb_ready_clear = 1;
      efb_sub = 1;
    end
    EF1: begin
      triangle_wrdata = triangle_data[4][8*output_counter+:8];
      triangle_push = 1;
      triangle_ready_set = 1;  
      efb_ready_clear = 1;
      ef_clear = 1;
      efb_rst = 1;  
    end
    EF2: begin
      ef_set = 1;  
    end
  endcase
end
endmodule
==> flow/run.sh <==
#!/bin/bash
# OpenROAD 26Q1-2900-gdf79404cd8, Yosys 0.63+post, stock flow scripts
make -C /OpenROAD-flow-scripts/flow DESIGN_CONFIG=/design/flow/config.mk WORK_HOME=/design/flow/orfs finish
==> flow/config.mk <==
export PLATFORM = sky130hd
export DESIGN_NAME = triangle_tester
export DESIGN_NICKNAME = triangle_tester
export VERILOG_FILES = /design/flow/design.v
export SDC_FILE = /design/flow/constraint.sdc
export NUM_CORES = 4
export LEC_CHECK = 1
export CORE_UTILIZATION = 50
==> flow/constraint.sdc <==
current_design triangle_tester

set clk_period 3.9
set clk_io_pct 0.2

create_clock -name clk0 -period $clk_period [get_ports {clk}]

set non_clock_inputs [all_inputs -no_clocks]
set_input_delay [expr $clk_period * $clk_io_pct] -clock clk0 $non_clock_inputs
set_output_delay [expr $clk_period * $clk_io_pct] -clock clk0 [all_outputs]
==> run summary <==
fresh numbers from the pnr run: gr ovfl total 0, RSZ-0062 raised after global routing no, post-route setup TNS 0 ns, H-tree depth 1, Synth area leaders dfxtp_1 (16%), edfxtp_1 (9.0%), nand2_1 (5.3%), dlxtn_1 (5.2%), a21oi_1 (4.7%), clk_skew 0.00194 ns, Post-Syn Instances 291, Post-Syn Area 2320 µm², dpl hpwl 4270 µm, layout overhead on the synthesized area 6.84%, area leader, netlist dfxtp_1, post-CTS repair timing setup buffer count 0, Fill cells 416, Clock Power Share 27.8%, Comb power frac 17.7%, Flop pwr share 54.4%, crit path DAT 2.31 ns, drt total wl 5990 µm, FF+latch area 691 µm², Int Power 0.000388 W, total track usage 25.9%, Post-synth EDFFs 7, die height 70.2 µm, switching power 0.000134 W, WHS 0.454 ns, worst relative slew slack 40.9%, vias in the first global route 2,003, register pins left without a clock 8, Max-cap violations 0, Clock Tree Buf Depth 2, FP Rows 24, Tcrit/Tclk final 79.2%, via count 2,197, outcome finished clean, tool warnings 31, Slew Limit Fails 0, Hold Crit Class register to register, Cell Pwr Density 210 nW/µm², crit-path max FO 13, endpoint class of the critical path primary output, sw frac 25.6%, # Cells Yosys 291, worst endpoint required time 3.12 ns, DR iter-0 viols 242, Die Size 4920 µm², FP Util 52.6%, Slew @ Worst Pin 0.879 ns, Lkg Pwr 0.945 nW, crit start category register, # port buffers 12, post-layout power 0.000522 W, hold-fix buffers at CTS 0, largest net degree at the start of global routing 35, Cell variety after synth 65, gpl congestion 0.917, Pre-antenna DRT Iters 4, DRT antenna net count 0, layout cells sized above 1 6.55%, final setup violating endpoints 0, Peak supply drop 0.197 mV, CTS tree built, Reg clk slew, reported paths 0.08 ns, first-pass GRT wire length 9980 µm, Clock Latency Late Sink 0.26 ns, Die X 70.2 µm, Avg Cell Area, Syn 7.98 µm², Num CTS Buffers 3, DR DRC count 0, critical path type register to primary output, Post-synth ARST share 0%, Hold Path Depth 1, Comb area 1480 µm², Clock Tree Root clkbuf_8, Yosys chip area 2320 µm², core area 4410 µm², routed vias/inst 6.42, DR WL/cell 17.5 µm, n_diodes 0, cts repair resizes 0, ys flop type dfxtp_1, fmax 0.324 GHz, Seq cells post-synth 33, top area contributor share 15.5%, Final min period 3.09 ns, synthesis warning total 1, io pins 13, Final Hold Fails 0, Reg2Reg Depth 5, initial antenna violation count 0, endpoints left unconstrained 16
[flip-flops by register name (all words and copies together) (netlist names)]
signal           cells
triangle_ready       2
efb_counter          7
ef_state             1
efb_ready            1
state                7
triangle_wrdata      8
output_counter       7
[final timing paths]
| path | end | startpoint | slack [ns] |
|---|---|---|---|
| worst max register to register | output_counter[1] | state[6] | 1.32 |
| worst max-delay path | triangle_push | state[6] | 0.81 |
| worst min register to register | state[0] | state[1] | 0.45 |
| worst min-delay path | state[0] | state[1] | 0.45 |
[final cells by class]
| type | count | share of cell area [%] |
|---|---|---|
| clock buffer | 3 | 1.66 |
| clock inverter | 1 | 0.202 |
| inverter | 11 | 1.66 |
| multi-input combinational | 225 | 59.7 |
| sequential | 33 | 27.8 |
| tap | 52 | 2.62 |
| timing repair buffer | 17 | 6.35 |
[power by group through the flow]
| stage | sequential [W] | combinational, W | clock, W |
|---|---|---|---|
| finish | 0.000284 | 0.0000926 | 0.000145 |
| global route | 0.000285 | 0.000103 | 0.000158 |
| CTS | 0.000284 | 0.0000918 | 0.000151 |
[critical path: stages (launching register included)]
cell and delay [ns]:
dfxtp_1 0.43, or2_0 0.42, nor2_1 0.50, inv_1 0.25, clkdlybuf4s50_1 0.46
[stage by stage]
step | instance area [µm²] | instances | util (%) | setup WS (ns)
after floorplan | 2320 | 291 | - | 1.93
after global placement | 2440 | 338 | 55.2 | 1.15
after detailed placement | 2440 | 338 | 55.2 | 1.07
after CTS | 2480 | 342 | 56.2 | 0.761
after global routing | 2480 | 342 | 56.2 | 0.573
final | 2480 | 342 | 56.2 | 0.810
[cell usage after synthesis (9+ instances only)]
cell type and number:
o21ai_0 11, nand2_1 33, nor2_1 23, inv_1 10, buf_2 10, dfxtp_1 18
nor3_1 9, a21oi_1 22
[layer usage]
| metal | vias to the layer above | GRT usage, % | share of wire (%) |
|---|---|---|---|
| li1 | 1074 | - | - |
| met1 | 1019 | 40.7 | 45 |
| met2 | 90 | 40.7 | 47 |
| met3 | 14 | 0.876 | 5.4 |
| met4 | 0 | 6.67 | 2.7 |
| met5 | - | 0 | 0 |
[cell usage in the layout, fill, tap and decap left out, types with 6 or more instances in the layout]
| cell | instances |
|---|---|
| nor2b_1 | 8 |
| nand2b_1 | 8 |
| inv_1 | 10 |
| dlxtn_1 | 8 |
| edfxtp_1 | 7 |
| a21oi_1 | 22 |
| dfxtp_1 | 18 |
| and2_1 | 6 |
| clkdlybuf4s50_1 | 12 |
| o21ai_0 | 11 |
| nand2_1 | 33 |
| a211o_1 | 6 |
| nor2_1 | 23 |
| ha_1 | 8 |
| xnor2_1 | 8 |
| nor3_1 | 9 |
[cells by family after synthesis]
group,after synthesis,synth area share (%)
AND/OR/NAND/NOR,116,26.2
AND-OR/OR-AND,86,27.4
buffers and inverters,33,6.52
flip-flops,25,24.6
XOR/XNOR,12,4.52
adder cells (fa/ha/maj),8,4.31
latches,8,5.17
multiplexers,3,1.35
Power figures rest on the tool's default switching activity, not on a simulated workload.
