## design/flow/run.sh

```bash
#!/bin/bash
# OpenROAD 26Q1-2900-gdf79404cd8, Yosys 0.63+post, stock flow scripts
make -C /OpenROAD-flow-scripts/flow DESIGN_CONFIG=/design/flow/config.mk WORK_HOME=/design/flow/orfs finish
```

## design/flow/config.mk

```make
export PLATFORM = sky130hd
export DESIGN_NAME = drawline
export DESIGN_NICKNAME = drawline
export VERILOG_FILES = /design/flow/design.v
export SDC_FILE = /design/flow/constraint.sdc
export NUM_CORES = 4
export LEC_CHECK = 1
export CORE_UTILIZATION = 30
```

## design/flow/constraint.sdc

```tcl
current_design drawline

set clk_period 12.9
set clk_io_pct 0.2

create_clock -name clk0 -period $clk_period [get_ports {clk}]

set non_clock_inputs [all_inputs -no_clocks]
set_input_delay [expr $clk_period * $clk_io_pct] -clock clk0 $non_clock_inputs
set_output_delay [expr $clk_period * $clk_io_pct] -clock clk0 [all_outputs]
```

## design/flow/design.v

```verilog
module drawline(
  input clk,
  input rst,
  input [248:0] span_data,
  input span_start,
  output reg span_done,
  output reg [15:0] zbuf_wrdata,
  output reg [9:0] zbuf_wraddr,
  output reg zbuf_we,
  input [15:0] zbuf_rddata,
  output [9:0] zbuf_rdaddr,
  output reg [15:0] draw_wrdata,
  output reg [9:0] draw_wraddr,
  output reg draw_we
);
localparam IDLE=3'd0, POP=3'd1, DRAW_FWD=3'd2, DRAW_BWD=3'd3;
reg [7:0] y_end;  
reg [7:0] y_curr[0:2];  
reg [2:0] x_curr[0:2];  
reg [25:0] z_curr[0:2], nz;  
reg [15:0] r_curr[0:2], nr;  
reg [16:0] g_curr[0:2], ng;  
reg [15:0] b_curr[0:2], nb;  
reg [22:0] u_curr[0:2], nu;  
reg [22:0] v_curr[0:2], nv;  
wire [25:0] z_add = z_curr[0] + nz;  
wire [15:0] r_add = r_curr[0] + nr;  
wire [16:0] g_add = g_curr[0] + ng;  
wire [15:0] b_add = b_curr[0] + nb;  
wire [22:0] u_add = u_curr[0] + nu;  
wire [22:0] v_add = v_curr[0] + nv;  
wire [25:0] z_sub = z_curr[0] - nz;  
wire [15:0] r_sub = r_curr[0] - nr;  
wire [16:0] g_sub = g_curr[0] - ng;  
wire [15:0] b_sub = b_curr[0] - nb;  
wire [22:0] u_sub = u_curr[0] - nu;  
wire [22:0] v_sub = v_curr[0] - nv;  
always@(posedge clk)
begin
  y_curr[1] <= y_curr[0];
  x_curr[1] <= x_curr[0];
  z_curr[1] <= z_curr[0]; 
  r_curr[1] <= r_curr[0]; 
  g_curr[1] <= g_curr[0]; 
  b_curr[1] <= b_curr[0]; 
  u_curr[1] <= u_curr[0]; 
  v_curr[1] <= v_curr[0]; 
  y_curr[2] <= y_curr[1];
  x_curr[2] <= x_curr[1];
  z_curr[2] <= z_curr[1];
  r_curr[2] <= r_curr[1];
  g_curr[2] <= g_curr[1];
  b_curr[2] <= b_curr[1];
  u_curr[2] <= u_curr[1];
  v_curr[2] <= v_curr[1];
end
reg [1:0] state;
reg [4:0] draw;
assign zbuf_rdaddr = {x_curr[0][1:0], y_curr[0][7:0]};
always@(posedge clk)
begin
  span_done = 0;
  if(rst)
  begin
    state <= IDLE;
    draw[0] <= 0;
    y_curr[0] = 'hx;
    z_curr[0] = 'hx;
    r_curr[0] = 'hx;
    g_curr[0] = 'hx;
    b_curr[0] = 'hx;
    u_curr[0] = 'hx;
    v_curr[0] = 'hx;
  end
  else
  begin
    case(state)
      IDLE: begin
        draw[0] <= 0;
        y_curr[0] = 'hx;
        z_curr[0] = 'hx;
        r_curr[0] = 'hx;
        g_curr[0] = 'hx;
        b_curr[0] = 'hx;
        u_curr[0] = 'hx;
        v_curr[0] = 'hx;
        if(span_start)
        begin
          state <= POP;
          span_done = 0;
        end
        else
        begin
          state <= IDLE;
          span_done = 1;
        end
      end
      POP: begin
        y_curr[0] = span_data[248:241]; y_end = span_data[240:233];  
        x_curr[0] = span_data[232:230];                       
        z_curr[0] = {span_data[229], span_data[229:205]}; nz = {span_data[204], span_data[204], span_data[204:180]};     
        r_curr[0] = {span_data[179], span_data[179:165]}; nr = {span_data[164], span_data[164], span_data[164:150]};     
        g_curr[0] = {span_data[149], span_data[149:134]}; ng = {span_data[133], span_data[133], span_data[133:118]};     
        b_curr[0] = {span_data[117], span_data[117:103]}; nb = {span_data[102], span_data[102], span_data[102:88]};      
        u_curr[0] = {span_data[87], span_data[87:66]};    nu = { span_data[65],  span_data[65], span_data[65:44]};       
        v_curr[0] = {span_data[43], span_data[43:22]};    nv = { span_data[21],  span_data[21], span_data[21:0]};        
        if(y_curr[0] < y_end)
        begin
          draw[0] <= 1;  
          state <= DRAW_FWD;
        end
        else if(y_curr[0] == y_end)
        begin
          draw[0] <= 0;
          state <= IDLE;
        end
        else  
        begin
          draw[0] <= 0;  
          state <= DRAW_BWD;
        end
      end
      DRAW_FWD: begin
        if(y_curr[0] < y_end - 1)  
        begin
          draw[0] <= 1;
          state <= DRAW_FWD;
        end
        else
        begin
          draw[0] <= 0;
          state <= IDLE;
        end
        y_curr[0] = y_curr[0] + 1;
        z_curr[0] = z_add[25] ? 26'h00000 : z_add[24] ? 26'h7FFFF : z_add;
        r_curr[0] = r_add[15] ? 16'h0000 : r_add[14] ? 16'h3FFF : r_add;
        g_curr[0] = g_add[16] ? 17'h00000 : g_add[15] ? 17'h07FFF : g_add;
        b_curr[0] = b_add[15] ? 16'h0000 : b_add[14] ? 16'h3FFF : b_add;
        u_curr[0] = u_add[22] ? 23'h00000 : u_add[21] ? 23'h1FFFFF : u_add;
        v_curr[0] = v_add[22] ? 23'h00000 : v_add[21] ? 23'h1FFFFF : v_add;
      end
      DRAW_BWD: begin
        if(y_curr[0] > y_end)  
        begin
          draw[0] <= 1;
          state <= DRAW_BWD;
        end
        else
        begin
          draw[0] <= 0;
          state <= IDLE;
        end
        y_curr[0] = y_curr[0] - 1;
        z_curr[0] = z_sub[25] ? 26'h00000 : z_sub[24] ? 26'h7FFFF : z_sub;
        r_curr[0] = r_sub[15] ? 16'h0000 : r_sub[14] ? 16'h3FFF : r_sub;
        g_curr[0] = g_sub[16] ? 17'h00000 : g_sub[15] ? 17'h07FFF : g_sub;
        b_curr[0] = b_sub[15] ? 16'h0000 : b_sub[14] ? 16'h3FFF : b_sub;
        u_curr[0] = u_sub[22] ? 23'h00000 : u_sub[21] ? 23'h1FFFFF : u_sub;
        v_curr[0] = v_sub[22] ? 23'h00000 : v_sub[21] ? 23'h1FFFFF : v_sub;
      end
    endcase
  end
end
always@(posedge clk)
begin
  draw[1] <= draw[0];
  draw[2] <= draw[1] && ((zbuf_rddata[15] != x_curr[0][2]) || (zbuf_rddata[14:0] >= z_curr[0][23:9]));
end
wire [4:0] pixel_r = r_curr[2][13:9];
wire [5:0] pixel_g = g_curr[2][14:9];
wire [4:0] pixel_b = b_curr[2][13:9];
always@(posedge clk)
begin
  draw_wrdata <= {pixel_r, pixel_g, pixel_b};
  draw_wraddr <= {x_curr[2][1:0], y_curr[2][7:0]};
  zbuf_wrdata <= {x_curr[2][2], z_curr[2][23:9]};
  zbuf_wraddr <= {x_curr[2][1:0], y_curr[2][7:0]};
  if(draw[2])
  begin
    draw_we <= 1;
    zbuf_we <= 1;
  end
  else
  begin
    draw_we <= 0;
    zbuf_we <= 0;
  end
end
endmodule
```

==> Changelog: implementation <==
## Flow update

- Cells after synthesis: 1837
- Cell taking the most area after synthesis: dfxtp_1
- Via count: 13464
- Vias in the first global route: 13134
- H-tree depth: 2
- Flop pwr share: 36.9%
- TritonCTS clock tree: yes
- Clk pwr share: between 30% and 40%
- Syn Area/Cell: 9.243 µm²
- Drt via density: 4.771
- Synthesis Warnings: 9
- Critical path capture point: draw[2]$_DFF_P_
- Ratio of cells with drive above 1 in the final layout: 5.207%
- Area growth syn-to-layout: 25.20%
- Initial antenna violation count: 7
- Rows: 86
- Worst EP required: between 10 and 15 ns
- Chip Area: 57550 µm²
- Final setup viols: 0
- Crit start category: input port
- Num CTS Buffers: 36
- Leak: 9.036 nW
- Logic gate share of total power: 29.4%
- Reg2Reg Depth: 11
- DIE WIDTH: ~240 µm
- Reg-to-Reg End: b_curr[0][0]$_DFF_P_
- Post-synth EDFFs: 82
- CP Capture Type: flip-flop
- Die H: approximately 240 µm
- First-pass GRT wire length: 70790 µm
- Setup TNS: 0 ns
- Post-detailed-route count of antenna-violating nets: 0
- Sw Pwr: 945.3 µW
- Worst-Margin Slew: 0.8555 ns
- CP max FO: 2
- Top cells by area: dfxtp_1 (25%), edfxtp_1 (15%), ha_1 (14%), xnor2_1 (5.1%), inv_1 (3.9%)
- Tot GR Track Use: 16.09%
- Unrepaired setup endpoints after global routing: no
- Min Hold Slack: 0.3196 ns
- Final Hold Fails: 0
- Synthesized cell area: 16980 µm²
- Hold WC Path Type: reg -> reg
- Fill count: roughly 5500
- Maximum clock rate: roughly 230 MHz
- Drt pass-1 iters: 4
- Drt wl/cell: 16.09 µm
- CTS root buf: clkbuf_16
- Core area: 55520 µm²
- Slew margin rel.: a little over two fifths
- Netlist cell types: around 78
- PwrDens: 141.9 nW/µm²
- Tcrit/Tclk final: 33.87%
- Largest net degree at the start of global routing: 54
- Clk pin slew, worst setup/hold paths: roughly 0.060 ns
- Sequential area share after synthesis: 39.73%
- Crit Path Class: in -> reg
- Final WL: approximately 45000 µm
- Clk Latency, worst-skew pair: 0.54 ns
- Post-cts resize count: 0
- Worst R2R Setup Slack: approximately 9 ns
- I/O pins: 333
- Clk_skew: ~0.011 ns
- Yosys Chip Area: around 17000 µm²
- Max IR drop VDD: 0.08611 mV
- Status: finished clean
- Overall overflow remaining after global route: 0
- # DRC: 0
- CP arrival: 4.79 ns
- Placer congestion estimate: 0.9020
- Dominant flop cell: dfxtp_1
- N_diodes: 0
- Clk buf depth: 3
- Port bufs: 244
- Cell Int Power: 2.071 mW
- Max Cap Viol: 0
- Ys async rst share: 0%
- Crit Reg-Reg Startpoint: nb[1]$_DFFE_PP_
- Cts hold-fix bufs: 0
- Dpl hpwl: 33550 µm
- Synth top area share: 25.23%
- Crit path from: zbuf_rddata[1]
- Tool Warnings: 185
- Fp util: 30.58%
- Synth Register Bits: 296
- Postcts setup bufs: 0
- Switching part of the total power: 31.34%
- Clock sink count: 296
- Tmin final: approximately 4.4 ns
- Yosys stat cell total: 1837
- Slew Limit Fails: 0
- Min-delay src: x_curr[2][1]$_DFF_P_
- Iteration-0 DRC Markers: 560
- Post-layout util: 38.29%
cell families (layout without fill, tap and decap cells):
| logic type | Yosys count | count (layout) | share of synthesized area (%) |
|---|---|---|---|
| buffers and inverters | 265 | 502 | 6.500 |
| XOR/XNOR | 116 | 116 | 5.984 |
| AND-OR/OR-AND | 491 | 491 | 19.31 |
| AND/OR/NAND/NOR | 468 | 468 | 13.31 |
| multiplexers | 4 | 4 | 0.2505 |
| flip-flops | 296 | 296 | 39.73 |
| adder cells (fa/ha/maj) | 197 | 197 | 14.92 |
metal layers:
metal,wire length [µm],up-vias,GRT usage (%)
li1,-,6870,-
met2,20460,302,25.30
met1,21220,6197,23.01
met4,1100,14,3.551
met5,102,-,0
met3,2534,81,3.609
cell type report:
type / instances / area (µm²) / share of cell area [%]
repair buffers: 263 / 2585 / 12.16
clock buffers: 47 / 1067 / 5.021
multi-input cells: 1276 / 9141 / 43.00
flip-flops and latches: 296 / 6746 / 31.74
well taps: 748 / 935.9 / 4.403
inverters: 177 / 664.4 / 3.125
clock inverters: 15 / 117.6 / 0.5533
cell usage in the layout (no fill, tap or decap), types with 19 or more instances in the layout:
cell,count
clkbuf_16,40
ha_1,188
nand2b_1,20
clkdlybuf4s50_1,244
nor2_1,119
a21o_1,49
xnor2_1,98
inv_1,175
nand3_1,46
nand2_1,116
nor3_1,45
o211ai_1,19
nor2b_1,31
buf_4,19
edfxtp_1,82
a21oi_1,131
o21ai_0,106
o21bai_1,23
dfxtp_1,214
critical path, cell delays in order:
cell and delay, ns:
clkdlybuf4s50_1 0.40, ha_1 0.32, nor2b_1 0.14, o21a_1 0.16, o21a_1 0.16, o21a_1 0.16
o21ai_0 0.16, nand2b_1 0.08, a21oi_1 0.28, o211ai_1 0.14, a22o_1 0.20
synthesized netlist by cell type, drive strengths merged, types with 9 or more instances:
cell type    n
nor3        46
nand2b      20
o211ai      19
edfxtp      82
nand3b      11
nand3       46
o21ai      118
and2        10
o31ai       16
clkbuf      40
a21oi      133
nor2b       31
inv        175
ha         188
xnor2       98
xor2        18
nor2       120
o21bai      23
nand4       18
a221o       10
a211oi       9
o21a        18
or3         11
dfxtp      214
and3        13
buf         48
fa           9
a21o        49
nand2      116
flip-flops by register name (all words and copies together) (netlist names), 8 cells and up:
| name | flops |
|---|---|
| z_curr | 55 |
| draw_wrdata | 16 |
| nb | 15 |
| y_curr | 24 |
| ng | 16 |
| draw_wraddr | 10 |
| zbuf_wrdata | 16 |
| r_curr | 25 |
| b_curr | 25 |
| nr | 15 |
| nz | 25 |
| y_end | 8 |
| g_curr | 28 |
| x_curr | 9 |
worst min path at each step:
stage	cells after the start	slack, ns	to
final	0	0.32	draw_wraddr[9]$_DFF_P_
after global routing	0	0.32	g_curr[2][13]$_DFF_P_
after CTS	0	0.32	r_curr[2][9]$_DFF_P_
power groups by stage:
stage,registers [mW],clock network [mW],logic [mW]
4_1_cts,1.12,1.06,0.891
5_1_grt,1.13,1.10,0.988
6_report,1.11,1.02,0.887
metrics by stage:
step | area, µm² | setup WS (ns) | std cells | power (mW)
floorplan | 16980 | 4.003 | 1837 | 1.734
global placement | 20070 | 8.021 | 2760 | 2.016
detailed placement | 20070 | 8.024 | 2760 | 2.019
CTS | 21260 | 8.592 | 2822 | 3.072
global route | 21260 | 8.486 | 2822 | 3.213
finish | 21260 | 8.531 | 2822 | 3.017
Power and IR drop assume default switching activity.
