### flow/config.mk
export PLATFORM = sky130hd
export DESIGN_NAME = div_multi
export DESIGN_NICKNAME = div_multi
export VERILOG_FILES = /design/flow/design.v
export SDC_FILE = /design/flow/constraint.sdc
export NUM_CORES = 4
export LEC_CHECK = 1
export CORE_UTILIZATION = 50
### flow/run.sh
#!/bin/bash
# OpenROAD 26Q1-2900-gdf79404cd8, Yosys 0.63+post, stock flow scripts
make -C /OpenROAD-flow-scripts/flow DESIGN_CONFIG=/design/flow/config.mk WORK_HOME=/design/flow/orfs finish
### flow/constraint.sdc
current_design div_multi

set clk_period 23.5
set clk_io_pct 0.2

create_clock -name clk0 -period $clk_period [get_ports {clk}]

set non_clock_inputs [all_inputs -no_clocks]
set_input_delay [expr $clk_period * $clk_io_pct] -clock clk0 $non_clock_inputs
set_output_delay [expr $clk_period * $clk_io_pct] -clock clk0 [all_outputs]
### flow/design.v
module abs #(
  parameter WIDTH=8
  ) (
  input clk,
  input [WIDTH-1:0] i,
  output reg [WIDTH-1:0] o,
  output reg s
);
always@(posedge clk)
begin
  s = i[WIDTH-1];
  o = s ? -i : i;
end
endmodule
module sign #(
  parameter WIDTH=8
  ) (
  input clk,
  input [WIDTH-1:0] i,
  input s,
  output reg [WIDTH-1:0] o
);
always@(posedge clk)
begin
  o = s ? -i : i;
end
endmodule
module div_multistep #(
  parameter DIVISOR_WIDTH=8,
  parameter OUTPUT_WIDTH=8,
  parameter LOGSTEPS=2
  ) (
  input clk,
  input [LOGSTEPS-1:0] state,
  input [DIVISOR_WIDTH-1:0] divisor_in,
  input [DIVISOR_WIDTH:0] acc_in,
  input [OUTPUT_WIDTH-1:0] quot_in,
  input sign_in,
  output reg [DIVISOR_WIDTH-1:0] divisor_out,
  output [DIVISOR_WIDTH:0] acc_out,
  output [OUTPUT_WIDTH-1:0] quot_out,
  output reg sign_out
);
localparam STEPS = 1<<(LOGSTEPS);
reg [DIVISOR_WIDTH:0] acc_buf;
reg [OUTPUT_WIDTH-1:0] quot_buf;
wire [DIVISOR_WIDTH:0] acc = (state==0) ? acc_in : acc_buf;
wire [DIVISOR_WIDTH+1:0] acc_sub = acc - divisor_out;
wire acc_bigger = ~acc_sub[DIVISOR_WIDTH+1];
wire [DIVISOR_WIDTH:0] acc_temp = acc_bigger ? acc_sub : acc;
wire [OUTPUT_WIDTH-1:0] quot = (state==0) ? quot_in : quot_buf;
assign acc_out = acc_buf;
assign quot_out = quot_buf;
always@(posedge clk)
begin
  {acc_buf, quot_buf} <= {acc_temp, quot, acc_bigger};
end
always@(posedge clk)
begin
  if(state==STEPS-1)
  begin
    divisor_out <= divisor_in;
    sign_out <= sign_in;
  end
end
endmodule
module div_multi #(
  parameter DIVIDEND_WIDTH=21,
  parameter DIVISOR_WIDTH=12,
  parameter OUTPUT_WIDTH=22,
  parameter OUTPUT_FRAC=6,
  parameter LOGSTEPS=2
  ) (
  input clk,
  input rst,
  input [DIVIDEND_WIDTH-1:0] dividend,  
  input [DIVISOR_WIDTH-1:0] divisor,  
  output [OUTPUT_WIDTH-1:0] quotient,
  output pull,
  output push
);
localparam ITERATIONS = (OUTPUT_WIDTH+OUTPUT_FRAC)>>LOGSTEPS;
localparam INIT_PADDING = DIVISOR_WIDTH + OUTPUT_WIDTH - DIVIDEND_WIDTH;
localparam STEPS = 1<<(LOGSTEPS);
wire [DIVISOR_WIDTH-1:0] divisor_i [0:ITERATIONS];
wire [DIVISOR_WIDTH:0] accumulator [0:ITERATIONS];
wire [OUTPUT_WIDTH-1:0] quotient_i [0:ITERATIONS];
wire sign_i [0:ITERATIONS];
reg [LOGSTEPS-1:0] state;
always@(posedge clk or posedge rst)
begin
  if(rst)
    state <= 0;
  else
    state <= state + 1;
end
assign pull = state == STEPS - 3;
assign push = state == 1;
wire dividend_sign;
wire divisor_sign;
wire [DIVIDEND_WIDTH-1:0] dividend_abs;
abs #(.WIDTH(DIVIDEND_WIDTH)) abs_dividend (
  .clk(clk),
  .i(dividend),
  .o(dividend_abs),
  .s(dividend_sign)
);
abs #(.WIDTH(DIVISOR_WIDTH)) abs_divisor (
  .clk(clk),
  .i(divisor),
  .o(divisor_i[0]),
  .s(divisor_sign)
);
assign sign_i[0] = dividend_sign ^ divisor_sign;
assign {accumulator[0], quotient_i[0]} = { {INIT_PADDING{1'b0}}, dividend_abs, 1'b0};
genvar i;
generate
  for (i=0; i<ITERATIONS; i=i+1) begin
    div_multistep #(.DIVISOR_WIDTH(DIVISOR_WIDTH), .OUTPUT_WIDTH(OUTPUT_WIDTH), .LOGSTEPS(LOGSTEPS))
    step (
      .clk(clk),
      .state(state),
      .divisor_in(divisor_i[i]),
      .acc_in(accumulator[i]),
      .quot_in(quotient_i[i]),
      .sign_in(sign_i[i]),
      .divisor_out(divisor_i[i+1]),
      .acc_out(accumulator[i+1]),
      .quot_out(quotient_i[i+1]),
      .sign_out(sign_i[i+1])
    );
  end
endgenerate
reg quotient_sign;
always@(posedge clk) quotient_sign <= sign_i[ITERATIONS];
sign #(.WIDTH(OUTPUT_WIDTH)) sign_quotient (
  .clk(clk),
  .i(quotient_i[ITERATIONS]),
  .s(quotient_sign),
  .o(quotient)
);
endmodule
==> results.py <==
# Auto-generated metrics
metrics = {
    "status": {
        "status": "finished, final reports clean",
    },
    "synthesis": {
        "synth.top_cells.by_area": "dfxtp_1 (34%), mux2_2 (17%), edfxtp_1 (15%)",
        "synth.mux.area_fraction_pct": 17.6,
        "postSynthAreaPerCell_um2": 11.4,
        "simple_gate_area_share_pct": 7.73,
        "yosysUniqueCellTypes": 68,
        "synth_flops": 396,
        "yosysWarnings": 5,
        "async_flop_share_pct": 0.505,
        "syn_inst": 1552,
        "post_synth_xor_area_fraction_pct": 5.05,
        "ys_seq_share_pct": 50.0,
        "number_of_flops_mapped_to_enable_cells_by_yosys": 91,
        "mappedNetlistArea_um2": 17700,
        "synth.yosys.num_cells": 1552,
        "synth-adder-area-share_pct": 7.23,
        "fraction_of_post_synthesis_cell_area_in_the_top_cell_type_by_area_pct": 34.3,
        "post-synth-top-area-cell": "dfxtp_1",
        "synth-compound-area-share_pct": 8.94,
        "top_logic_kind": "multiplexers",
        "chip_area_estimate_from_yosys_synthesis_um2": 17700,
        "ys_dominant_reg_cell": "dfxtp_1",
    },
    "cells_and_area": {
        "area_growth_pct": 15.0,
        "layout_top_cells": "dfxtp_1 (303), mux2_2 (260), inv_1 (108), edfxtp_1 (91), ha_1 (89)",
        "drive_above_1_share_pct": 21.7,
        "layout.cells.most_common": "dfxtp_1",
    },
    "sta": {
        "final_period_minus_worst_setup_slack_ns": 6.52,
        "fmaxAchievable_mhz": 153,
        "final_max_slew_viol_count": 0,
        "relSlewSlack_pct": 46.8,
        "rsz0062_at_grt": "false",
        "setup_tns_ns": 0,
        "clock-skew-final_ns": 0.0208,
        "period_utilization_pct": 27.7,
        "final_critical_path_setup_slack_ns": 16.98,
        "setup_viol_count_final": 0,
        "worst_pin_slew_ns": 0.798,
        "timing.final.hold_violations": 0,
    },
    "drt": {
        "dr_total_vias": 10800,
        "vias_per_cell": 5.12,
        "1st_pass_router_iterations": 4,
        "detail_route.antenna_diodes": 0,
        "drt_iter0_drc": 476,
        "routed_wl_um": 30500,
        "detail_route.drc_violations": 0,
        "route.detailed.wl_per_inst_um": 14.5,
        "postRouteAntennaNets": 0,
    },
    "grt": {
        "first_global_vias": 10500,
        "antenna_found_initial": 0,
        "grt_usage_pct": 18.3,
        "grt-ovfl-total": 0,
        "grt_max_degree": 134,
        "grt_pass1_wl_um": 51200,
    },
    "job": {
        "timing.max_cap.violations": 0,
        "stage_log_warnings": 30,
    },
    "placement": {
        "pre_cts_ws_ns": 16.43,
        "place.gp.congestion": 0.907,
        "placement.io_buffers": 58,
        "place.detailed.hpwl_um": 21400,
    },
    "clock_tree": {
        "clock_tree.htree_level_count": 2,
        "cts-hold-fix-buffers": 0,
        "numClockSinks": 396,
        "cts_post_setup_buffers_inserted": 0,
        "clk_path_buf_depth": 3,
        "clock_tree.root_cell": "clkbuf_16",
        "clk_pin_slew_worst_paths_ns": 0.06,
        "clock_insertion_delay_at_the_later_pin_of_the_skew_report_ns": 0.56,
        "cts_tree": "done",
        "numCtsBuffers": 43,
        "postCtsResizedCells": 0,
    },
    "die": {
        "floorplan.core_util_pct": 51.1,
        "floorplan.die_area_um2": 36100,
        "fp.dieW_um": 190,
        "die_y_um": 190,
        "io_pins": 59,
        "placement_rows": 68,
        "fp.coreArea_um2": 34600,
    },
    "worst_hold_path": {
        "hold_class": "flip-flop to flip-flop",
        "min_path_cells": 0,
        "hold_path_startpoint": "genblk1[6].step.sign_out",
        "whs_endpoint": "quotient_sign",
    },
    "pwr": {
        "p_per_area_nw_per_um2": 111,
        "static-leakage-power_uw": 0.00846,
        "max-vdd-ir-drop_mv": 0.0903,
    },
    "setup_path": {
        "cp_data_required_time_ns": 23.98,
        "critical_path.max_fanout": 5,
        "reg2regPathDepth": 12,
        "r2r-end": "genblk1[5].step.acc_buf[5]",
        "timing.rr.start": "state[0]",
        "timing.reg2reg.setup_slack_ns": 19.09,
        "worst_ep_arrival_ns": 7.00,
        "startpoint_type": "input pin",
        "critical_path.endpoint_type": "flip-flop",
        "critical_path.startpoint": "dividend[4]",
        "worstSetupPathType": "input pin to flip-flop",
    },
}
[metrics by stage]
step	util, %	hold slack, ns	area (um^2)	power [uW]	instances
CTS	58.7	0.345	20300	2290	2109
global route	58.7	0.364	20300	2410	2109
finish	58.7	0.341	20300	2260	2109
floorplan	-	0.323	17700	1390	1552
global placement	54.2	0.332	18800	1550	2029
detailed placement	54.2	0.329	18800	1560	2029
[layer usage]
layer | GRT usage, % | vias up | share of wire [%]
met5 | 0 | - | 0
met3 | 3.30 | 44 | 4.0
li1 | - | 5706 | -
met1 | 30.3 | 4887 | 52
met2 | 26.6 | 152 | 42
met4 | 3.66 | 0 | 2.0
[where the power goes]
part	total, uW	switching [uW]	internal, uW	leakage, uW
Sequential	926	83.1	843	0.00339
Clock	716	269	447	0.000773
Combinational	622	290	332	0.00430
[critical path: stages]
cell	delay, ns
clkdlybuf4s50_1	0.49
or4_4	0.53
or4_4	0.51
or3_1	0.37
o21ai_0	0.25
xnor2_1	0.15
[Yosys cell counts (all sizes together), types with 4 or more instances]
library cell	instances
clkbuf	34
xor2	28
o2111ai	4
nand2	80
nor4b	4
xnor2	74
mux2i	19
a211o	5
o211ai	9
nor2b	21
buf	12
edfxtp	91
nand2b	18
or4	9
nor2	65
o21ai	58
dfxtp	303
a31oi	6
a21o	16
o21bai	5
mux2	260
a21oi	72
fa	7
o21a	14
nor3	25
inv	109
nand3b	5
and2	4
o41ai	10
or3	9
ha	91
o31ai	14
nand3	18
a211oi	10
[flip-flops by register name, summed over array words and instances, names as in the netlist]
signal                    cells
abs_dividend.o               21
abs_dividend.s                1
abs_divisor.o                12
abs_divisor.s                 1
genblk1.step.acc_buf         91
genblk1.step.divisor_out     84
genblk1.step.quot_buf       154
genblk1.step.sign_out         7
quotient_sign                 1
sign_quotient.o              22
state                         2
[kinds of logic (layout without fill, tap and decap cells)]
kind of cell / after synthesis / after routing
compound gates: 246 / 246
xor+xnor: 102 / 102
fa+ha+maj: 98 / 98
buf+inv: 156 / 258
flops: 396 / 396
mux: 279 / 279
simple gates: 275 / 275
[area by class of cell]
| cell class | instances | area [um^2] |
|---|---|---|
| fill | 2791 | 14300 |
| multi-input combinational | 1000 | 8270 |
| sequential | 396 | 8850 |
| clock inverter | 12 | 191 |
| timing repair buffer | 68 | 668 |
| tap | 455 | 569 |
| inverter | 110 | 413 |
| clock buffer | 68 | 1370 |
[worst max path at each step]
stage | end | slack, ns | depth (start not counted)
finish | abs_dividend.o[19] | 16.98 | 6
CTS | abs_dividend.o[19] | 17.00 | 6
global route | abs_dividend.o[19] | 16.89 | 6
No activity file was given, so power comes from the tool's default toggle rates.
