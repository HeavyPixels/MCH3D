--- ./run.sh ---
#!/bin/bash
# OpenROAD 26Q1-2900-gdf79404cd8, Yosys 0.63+post, stock flow scripts
make -C /OpenROAD-flow-scripts/flow DESIGN_CONFIG=/design/flow/config.mk WORK_HOME=/design/flow/orfs finish
--- ./config.mk ---
export PLATFORM = sky130hd
export DESIGN_NAME = fifo_arbiter
export DESIGN_NICKNAME = fifo_arbiter
export VERILOG_FILES = /design/flow/design.v
export SDC_FILE = /design/flow/constraint.sdc
export NUM_CORES = 4
export LEC_CHECK = 1
export CORE_AREA = 10 10 632 632
export DIE_AREA = 0 0 642 642
--- ./constraint.sdc ---
current_design fifo_arbiter

set clk_period 21.5
set clk_io_pct 0.2

create_clock -name clk0 -period $clk_period [get_ports {clk}]

set non_clock_inputs [all_inputs -no_clocks]
set_input_delay [expr $clk_period * $clk_io_pct] -clock clk0 $non_clock_inputs
set_output_delay [expr $clk_period * $clk_io_pct] -clock clk0 [all_outputs]
--- ./design.v ---
module fifo_arbiter(
  input clk,
  input rst,
  input [479:0] wrdata_a,
  input push_a,
  input [479:0] wrdata_b,
  input push_b,
  output reg [239:0] wrdata_out,
  output reg push_out
);
reg [479:0] buffer_a;
reg [1:0] buffer_a_count;
reg buffer_a_read;
reg [479:0] buffer_b;
reg [1:0] buffer_b_count;
reg buffer_b_read;
always@(posedge clk)
begin
  if(push_a) buffer_a <= wrdata_a;
  if(push_b) buffer_b <= wrdata_b;
end
always@(posedge clk or posedge rst)
begin
  if(rst)
  begin
    buffer_a_count <= 0;
    buffer_b_count <= 0;
  end
  else
  begin
    if(push_a)
      buffer_a_count <= 2'h2;
    else if (buffer_a_read)
      buffer_a_count <= buffer_a_count - 1;
    if(push_b)
      buffer_b_count <= 2'h2;
    else if (buffer_b_read)
      buffer_b_count <= buffer_b_count - 1;
  end
end
always@*
begin
  buffer_a_read = 0;
  buffer_b_read = 0;
  push_out = 0;
  if(buffer_a_count == 2'h1)
  begin
    wrdata_out = buffer_a[239:0];
    buffer_a_read = 1;
    push_out = 1;
  end
  else if(buffer_b_count == 2'h1)
  begin
    wrdata_out = buffer_b[239:0];
    buffer_b_read = 1;
    push_out = 1;
  end
  else if(buffer_a_count == 2'h2)
  begin
    wrdata_out = buffer_a[479:240];
    buffer_a_read = 1;
    push_out = 1;
  end
  else if(buffer_b_count == 2'h2)
  begin
    wrdata_out = buffer_b[479:240];
    buffer_b_read = 1;
    push_out = 1;
  end
end
endmodule
==> CHANGELOG.md <==
## Implementation

* Via Count at 25140
* CTS tree: done
* Hold Vio Cnt, Final at 0
* Met1 GRT Util at 11.03%
* Worst r2r path cells at 6
* Core area at around 390000 um^2
* R2R Path End: buffer_b_count[0]
* CP Class: reg2out
* Max Slew Vio Count at 0
* DRT antenna net count at 0
* RSZ-0062 raised after global routing: false
* Placer Congestion at 0.9227
* Endpoints left unconstrained at 480
* Row cnt at 228
* Synth warn at 1
* Grt total ovfl at 0
* Starting Density at 10.68%
* CTS Hold Bufs at 0
* Worst rel slew slack at 36.98%
* Setup crit end: push_out
* Final instance area at 63420 um^2
* H-tree depth at 3
* Worst-path clk slew at 0.06 ns
* Port-buffer cells at 1204
* Num CTS Buffers at about 120
* # Cells Yosys at 2298
* GRT met3 Usage at 5.219%
* Die height at 642 um
* Setup ws final at around 14 ns
* Total Routed Length at between 200 and 250 mm
* Distinct lib cells at 25
* Top Ports at ~1200
* Chip area in the Yosys report at ~41000 um^2
* Worst Hold Slack at 0.5995 ns
* Worst ir drop on vdd at 86.53 uV
* Gate count of the mapped netlist at 2298
* First drt pass iteration count at 5
* Max-cap violation count at 0
* Critical Path Start Type: register
* Via density at 2.839
* Largest net degree at the start of global routing at 166
* DP Worst Slack at 13.40 ns
* Resized Gates After CTS at 0
* DRT iter0 DRCs at roughly 1400
* Final number of setup-violating endpoints at 0
* Dpl hpwl at around 180 mm
* Worst flop-to-flop path startpoint: buffer_a_count[0]
* Post-route minimum period at about 7.5 ns
* Die Area at about 410000 um^2
* Die X at 642 um
* CP max FO at 26
* Critical Path AT at 3.17 ns
* Vias in the first global route at 27200
* Layout cell share with drive strength beyond 1 at 12.80%
* FMAX at 0.1338 GHz
* Met2 Use GR at 17.30%
* GRT Util Overall at 10.20%
* Start point of the critical path: buffer_a_count[0]
* CP endpoint kind: output pin
* Reg-to-reg slack, setup at 19.17 ns
* Gr busiest metal: met2
* Wire length per cell at 24.11 um
* Tool warnings at 30
* Worst slew pin tran at 0.9354 ns
* Hold Path Class: reg2reg
* Total negative setup slack at 0 ns
* Power Dens Cells at 98.07 nW/um^2
* Register pins left without a clock at 240
* Status: completed
* Pleak at roughly 23 nW
* Later-pin clock latency in the skew report at 0.86 ns
* Max clock buf depth at 4
* Mean area per synthesized cell at 17.91 um^2
* Clk root buf: clkbuf_16
* Setup Skew at 0.0003588 ns
* P&R area growth vs syn at 54.07%
* Number of remaining DRC errors at 0
* Post-CTS Setup Bufs at 0
* First-pass GRT wire length at 272.8 mm
* Crit path required time at approximately 17 ns
* Crit share post-route at roughly a third
* Initial antenna violation count at 98
* #FFs+latches synth at 1204
* Cell area after placement at 59510 um^2
* Cell Area, Synth at 41160 um^2
synthesized netlist by cell type:
cell	n	area, um^2
a21oi_2	1	8.760
buf_1	9	33.78
buf_2	41	205.2
buf_4	2	15.01
buf_6	21	236.5
clkbuf_1	34	127.6
dfrtp_1	4	100.1
dlxtn_1	240	3600
edfxtp_1	960	28830
ha_1	4	50.05
inv_1	7	26.28
inv_2	1	3.750
mux2_2	73	822.0
mux2_4	168	2522
mux2i_1	241	2412
nand2_1	240	900.9
nand2b_1	1	6.260
nor2_1	4	15.01
nor2b_2	1	8.760
nor3_1	2	10.01
nor4_1	1	6.260
o21a_1	1	7.510
o21ai_0	75	375.4
o21ai_1	166	830.8
o311ai_1	1	8.760
cells in the final DEF, fill, tap and decap left out, types with 3 or more instances in the layout:
master / n
dfrtp_1: 4
clkinv_2: 15
edfxtp_1: 960
diode_2: 22
buf_4: 49
mux2_4: 168
nand2_1: 240
inv_1: 7
clkinv_4: 6
nor2_1: 4
inv_6: 4
bufinv_16: 13
mux2i_1: 240
dlxtn_1: 240
clkinvlp_4: 3
clkdlybuf4s50_1: 1202
clkbuf_16: 118
clkbuf_1: 15
inv_8: 5
mux2_2: 73
o21ai_0: 75
o21ai_1: 166
clkinv_1: 29
where the power goes:
group | leakage, nW | switching, W | internal [W]
sequential | 11.4 | 0.0000930 | 0.00251
clock | 1.88 | 0.000839 | 0.00117
combinational | 9.60 | 0.000893 | 0.000719
worst min-delay path by stage:
| stage | start | end | cells after the start |
|---|---|---|---|
| 4_1_cts | buffer_b_count[1] | buffer_b_count[1] | 2 |
| 5_1_grt | buffer_b_count[1] | buffer_b_count[1] | 2 |
| 6_report | buffer_b_count[1] | buffer_b_count[1] | 2 |
layout make-up:
class | instances | area, um^2
antenna | 22 | 55.05
clock buffer | 133 | 3009
clock inverter | 79 | 845.8
fill | 41740 | 322000
inverter | 8 | 37.54
multi-input combinational | 979 | 8020
sequential | 1204 | 32530
tap | 5175 | 6475
timing repair buffer | 1254 | 12450
sequential cells by signal, indices dropped and copies added (netlist names):
register	count
buffer_a	480
buffer_b	480
wrdata_out	240
buffer_a_count	2
buffer_b_count	2
per-stage QoR:
stage | power [W] | cells | utilization [%]
floorplan | 0.003516 | 2298 | -
global placement | 0.004309 | 8620 | 15.44
detailed placement | 0.004319 | 8620 | 15.44
CTS | 0.006363 | 8832 | 16.44
global route | 0.006514 | 8844 | 16.45
finish | 0.006220 | 8854 | 16.46
critical path, stage by stage (launching register included):
cell and delay (ns):
dfrtp_1 0.44, inv_1 0.13, ha_4 0.51, nor4_2 0.13, buf_4 0.22, inv_1 0.24
clkdlybuf4s50_1 0.60
layer usage:
metal | wire length [um] | up-vias
met2 | 105800 | 1252
li1 | - | 11200
met3 | 23930 | 290
met5 | 207 | -
met1 | 74360 | 12370
met4 | 9144 | 32
kinds of logic after synthesis:
kind of cell	share of synthesized area [%]
fa+ha+maj	0.1216
compound gates	2.991
simple gates	2.301
buf+inv	1.574
latches	8.745
flops	70.27
mux	13.98
Power figures rest on the tool's default switching activity, not on a simulated workload.
