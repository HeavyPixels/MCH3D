==> flow/design.v <==
module calcline(
  input clk,
  input rst,
  input [239:0] triangle_rddata,
  input triangle_empty,
  output triangle_pull,
  output reg [479:0] triangle_wrdata,
  output reg triangle_push,
  output [248:0] span_data,
  output reg span_start,
  input span_done,
  output reg [6:0] draw_id,
  output reg draw_next,
  input draw_ready
);
localparam IDLE=4'd0, PULL1=4'd1, PULL2=4'd2, PULL3=4'd3, PUSH1=4'd4, PUSH2=4'd5, WAIT=4'd6, NEXT1=4'd7, NEXT2=4'd8;
reg  [8:0] x_curr;      
reg  [8:0] x2;          
reg  [8:0] x3;          
reg [16:0] y_start;     
reg [16:0] y_end;       
reg  [7:0] y2;          
reg [17:0] m1, m2, m3;  
reg [23:0] z_curr;      
reg [24:0] mz, nz;      
reg [13:0] r_curr;      
reg [14:0] mr, nr;      
reg end_frameblock;     
reg end_frame;          
reg  [5:0] reserved1;   
reg [14:0] g_curr;      
reg [15:0] mg, ng;      
reg [13:0] b_curr;      
reg [14:0] mb, nb;      
reg [20:0] u_curr;      
reg [21:0] mu, nu;      
reg [20:0] v_curr;      
reg [21:0] mv, nv;      
reg  [9:0] reserved2;   
assign span_data = {
  y_start[16:9], y_end[16:9],
  x_curr[2:0],
  1'b0, z_curr, nz,
  1'b0, r_curr, nr,
  1'b0, g_curr, ng,
  1'b0, b_curr, nb,
  1'b0, u_curr, nu,
  1'b0, v_curr, nv
};
reg [17:0] y_start_add, y_end_add;   
reg  [8:0] x_add;                    
reg [24:0] z_add;                    
reg [14:0] r_add;                    
reg [15:0] g_add;                    
reg [14:0] b_add;                    
reg [21:0] u_add;                    
reg [21:0] v_add;                    
reg pop1, pop2, pop3;
assign triangle_pull = pop1 | pop2;
reg next_add;
reg push;
always@(posedge clk)
begin
  if(pop2)
  begin
    {
      x_curr, x2, x3,
      y_start, y_end, y2,
      m1, m2, m3,
      z_curr,
      r_curr,
      g_curr,
      b_curr,
      u_curr,
      v_curr,
      end_frameblock,
      end_frame,
      reserved1
    } <= triangle_rddata;
  end
  else if(pop3)
  begin
    {
      mz, nz,
      mr, nr,
      mg, ng,
      mb, nb,
      mu, nu,
      mv, nv,
      reserved2
    } <= triangle_rddata;
  end
  else if(next_add)
  begin
    y_start <= y_start_add;
    y_end <= y_end_add;
    x_curr <= x_add;
    z_curr <= z_add;
    r_curr <= r_add;
    g_curr <= g_add;
    b_curr <= b_add;
    u_curr <= u_add;
    v_curr <= v_add;
  end
  else if(push)
  begin
    triangle_wrdata <= {
      x_curr, x2, x3,
      y_start, y_end, y2,
      m1, m2, m3,
      z_curr,
      r_curr,
      g_curr,
      b_curr,
      u_curr,
      v_curr,
      end_frameblock,
      end_frame,
      reserved1,
      mz, nz,
      mr, nr,
      mg, ng,
      mb, nb,
      mu, nu,
      mv, nv,
      reserved2
    };
  end
  triangle_push <= push & !rst;
end
reg [17:0] m_end_current;
always@(posedge clk)
begin
  y_start_add <= y_start + m1;
  if(x_curr+1 < x2)
    m_end_current <= m2;
  else
    m_end_current <= m3;
  if(x_curr+1 == x2)
    y_end_add = {y2, 9'h000};
  else 
    y_end_add = y_end + m_end_current;
  x_add <= x_curr + 1;
  z_add <= z_curr + mz;
  r_add <= r_curr + mr;
  g_add <= g_curr + mg;
  b_add <= b_curr + mb;
  u_add <= u_curr + mu;
  v_add <= v_curr + mv;
end
always@(posedge clk)
begin
  if(rst)
  begin
    draw_id <= 7'h00;
    draw_next <= 0;
  end
  else if(end_frameblock & pop3)
  begin
    draw_id <= draw_id + 7'h01;
    draw_next <= 1;
  end
  else if(end_frame & pop3)
  begin
    draw_id <= 7'h00;
    draw_next <= 1;
  end
  else
  begin
    draw_next <= 0;
  end
end
reg [3:0] state;
wire active = (x_curr[8:2] == draw_id) && !(end_frameblock | end_frame);
wire current = x3 > {draw_id, 2'h3};
always@(posedge clk)
begin
  if(rst)
    state <= IDLE;
  else
  begin
    case(state)
      IDLE: begin
        if(!triangle_empty & draw_ready)
          state <= PULL1;
        else
          state <= IDLE;
      end
      PULL1: begin
        state <= PULL2;
      end
      PULL2: begin
        state <= PULL3;
      end
      PULL3: begin
          state <= WAIT;
      end
      WAIT: begin
        if(span_done)
        begin
          if(active)
            state <= NEXT1;
          else if(current)
            state <= PUSH1;
          else
            state <= IDLE;
        end
      end
      NEXT1: begin
        state <= NEXT2;
      end
      NEXT2: begin
        state <= WAIT;
      end
      PUSH1: begin
        state <= PUSH2;
      end
      PUSH2: begin
        state <= IDLE;
      end
    endcase
  end
end
always@*
begin
  pop1 = 0;
  pop2 = 0;
  pop3 = 0;
  push = 0;
  span_start = 0;
  next_add = 0;
  case(state)
    PULL1: begin
      pop1 = 1;
    end
    PULL2: begin
      pop2 = 1;
    end
    PULL3: begin
      pop3 = 1;
    end
    NEXT1: begin
      span_start = 1;
    end
    NEXT2: begin
      next_add = 1;
    end
    PUSH1: begin
      push = 1;
    end
  endcase
end
endmodule
==> flow/run.sh <==
#!/bin/bash
# OpenROAD 26Q1-2900-gdf79404cd8, Yosys 0.63+post, stock flow scripts
make -C /OpenROAD-flow-scripts/flow DESIGN_CONFIG=/design/flow/config.mk WORK_HOME=/design/flow/orfs finish
==> flow/config.mk <==
export PLATFORM = sky130hd
export DESIGN_NAME = calcline
export DESIGN_NICKNAME = calcline
export VERILOG_FILES = /design/flow/design.v
export SDC_FILE = /design/flow/constraint.sdc
export NUM_CORES = 4
export LEC_CHECK = 1
export CORE_AREA = 10 10 637 637
export DIE_AREA = 0 0 647 647
==> flow/constraint.sdc <==
current_design calcline

set clk_period 95.0
set clk_io_pct 0.2

create_clock -name clk0 -period $clk_period [get_ports {clk}]

set non_clock_inputs [all_inputs -no_clocks]
set_input_delay [expr $clk_period * $clk_io_pct] -clock clk0 $non_clock_inputs
set_output_delay [expr $clk_period * $clk_io_pct] -clock clk0 [all_outputs]
==> reports/qor.csv <==
stage;metric;value;unit
outcome;status;complete, no violations;
clock_tree;clock tree sinks;1146;
sta;slew margin rel.;23.7;%
cells_and_area;area grow syn2layout;50.6;%
detailed_routing;final antenna-violating net count;0;
grt;GRT met3 Usage;4.25;%
flow_run;tool warnings;26;
cells_and_area;fin area;63300;um^2
sta;Sum Neg Setup Slack;0;ns
detailed_routing;vias;26200;
floorplanning;Die Width;647;um
floorplanning;Die ar.;419000;um^2
logic_synthesis;synthesis area per yosys;42000;um^2
grt;vias in the first global route;26800;
detailed_routing;total wire length;212000;um
setup_path;Worst Setup End Kind;primary output;
logic_synthesis;number of enable flip-flop cells;960;
floorplanning;core area;392000;um^2
sta;Hold Worst Slack;0.417;ns
logic_synthesis;Synth top cells by count;edfxtp_1 (960), dfxtp_1 (186), mux2_2 (161), ha_1 (153), a21oi_1 (102);
grt;gr usage total;9.94;%
setup_path;class of the most critical setup path;register to primary output;
grt;grt met2 use;16.5;%
logic_synthesis;Yosys top cell area share;68.6;%
placed_design;port buffer count;978;
logic_synthesis;cells in synth_stat.txt;2356;
clock_tree;Clock Tree Buf Depth;4;
setup_path;number of buffers and inverters on the critical path;1;
setup_path;highest-delay cell along the critical path;edfxtp_1;
setup_path;CP Launch Point;r_curr[11];
clock_tree;CTS Buf Count;143;
cells_and_area;filler instances;42400;
power_and_ir_drop;Leakage;20.7;nW
floorplanning;die height;647;um
setup_path;Worst setup SP type;register;
hold_path;Hold Path Origin;mr[14];
floorplanning;floorplan core density;10.7;%
detailed_routing;Initial DRC Count;1958;
clock_tree;cts hold-fix bufs;0;
sta;minimum clock period;21.36;ns
setup_path;arrival time worst endpoint;2.36;ns
power_and_ir_drop;Max VDD drop;0.0000133;V
logic_synthesis;Yosys Warn Count;1;
setup_path;critical path's top delay family;flip-flops;
grt;met1 capacity usage during global routing;12.0;%
detailed_routing;WL per Instance;24.0;um
logic_synthesis;synth top area cells;edfxtp_1 (69%), dfxtp_1 (8.9%), ha_1 (4.6%);
logic_synthesis;Synth cell types;77;
sta;Worst Tran Pin Value;1.14;ns
setup_path;worst reg2reg path startpoint;state[3];
setup_path;worst-path maximum fanout;5;
floorplanning;num rows;230;
sta;final worst path period share;22.5;%
cells_and_area;layout cells sized above 1;13.0;%
sta;final setup fails;0;
hold_path;Worst Hold Class;register to register;
flow_run;# Max-Cap Violations;0;
clock_tree;Reg clk slew, reported paths;0.06;ns
sta;unrepaired setup endpoints after global routing;false;
grt;largest net degree at the start of global routing;68;
logic_synthesis;Cells after Synth;2356;
logic_synthesis;asr flop ratio synth;0;%
grt;GRT overflow;0;
placed_design;Post-DP Area;58500;um^2
logic_synthesis;Synth Flop Type;edfxtp_1;
detailed_routing;drt first pass iters;8;
setup_path;Crit path required time;76.00;ns
power_and_ir_drop;PwrDens;18.4;nW/um^2
cells_and_area;post-layout util;16.1;%
placed_design;Detail Placement HPWL;172000;um
logic_synthesis;Mapped Area;42000;um^2
sta;Fin. Hold Viols;0;
sta;Clock Skews;0.0781;ns
logic_synthesis;top cell type by total area after synthesis;edfxtp_1;
grt;initial antenna violation count;86;
logic_synthesis;count leader, synth;edfxtp_1;
logic_synthesis;#FFs+latches synth;1146;
clock_tree;CTS tree;built;
detailed_routing;Via-to-Cell Ratio;2.97;
clock_tree;CTS H-tree lvls;4;
setup_path;Cell Chain, Critical Path;clkdlybuf4s50_1;
grt;first-pass GRT wire length;270000;um
logic_synthesis;register share after synthesis;77.5;%
clock_tree;Setup Buffers After CTS;0;
placed_design;gpl congestion;0.914;
grt;Most Crowded Layer GR;met2;
detailed_routing;drt drc;0;
sta;Fmax;0.0468;GHz
clock_tree;CTS resizes;0;
setup_path;CP peak stage delay;0.84;ns
sta;Max Slew Vio Count;0;
clock_tree;CTS root buffer;clkbuf_16;
logic_synthesis;Avg Inst Size Synth;17.8;um^2
clock_tree;Clock Latency Late Sink;0.88;ns
floorplanning;Boundary Pins;985;
per-layer routing:
layer / part of all wire, % / routed length, um
met5: 0.058 / 122
met4: 2.9 / 6190
met3: 10 / 21200
met2: 49 / 103000
met1: 38 / 80900
final timing paths:
path	to	slack, ns	depth (start not counted)
max	span_data[176]	73.64	1
min	triangle_wrdata[189]	0.42	0
min reg2reg	triangle_wrdata[189]	0.42	0
max reg2reg	triangle_wrdata[339]	90.64	5
registers in the layout, indices dropped and copies added, names as in the netlist, 18 cells and up:
name             count
m3                  18
u_curr              21
mz                  25
m2                  18
u_add               21
nu                  22
m1                  18
nv                  22
nz                  25
mu                  22
mv                  22
v_add               21
triangle_wrdata    480
v_curr              21
z_curr              24
z_add               24
layout by cell type (no fill, tap or decap), types with 60 or more instances in the layout:
master | Yosys | final
nand2_1 | 60 | 60
ha_1 | 153 | 153
edfxtp_1 | 960 | 960
dfxtp_1 | 186 | 185
a21oi_1 | 102 | 102
xnor2_1 | 87 | 87
clkdlybuf4s50_1 | 0 | 978
mux2_2 | 161 | 161
nor2_1 | 76 | 75
clkbuf_16 | 0 | 145
report_power, final:
group | total [mW] | internal [mW] | leakage (nW) | switching, mW
Combinational | 0.0419 | 0.0216 | 8.15 | 0.0203
Sequential | 0.556 | 0.550 | 10.2 | 0.00669
Clock | 0.564 | 0.325 | 2.33 | 0.238
Total | 1.16 | 0.897 | 20.7 | 0.265
cell families (layout without fill, tap and decap cells):
kind of cell,Yosys count,after routing,share of synthesized area (%)
flip-flops,1146,1146,77.5
AND-OR/OR-AND,339,339,5.42
AND/OR/NAND/NOR,302,302,3.59
multiplexers,174,174,4.65
adder cells (fa/ha/maj),161,161,4.94
XOR/XNOR,133,133,2.77
buffers and inverters,100,1334,1.15
other,1,20,0.00893
layout make-up:
type	count	area (um^2)	share of cell area, %
flip-flops and latches	1146	32600	51.4
repair buffers	1029	10200	16.1
multi-input cells	1115	9030	14.3
well taps	5220	6530	10.3
clock buffers	181	3880	6.14
clock inverters	79	906	1.43
inverters	45	169	0.267
diodes	14	35.0	0.0553
metrics by stage:
step	power (mW)	setup slack (ns)	instances
after floorplan	0.580	41.43	2361
after global placement	0.610	74.27	8555
after detailed placement	0.610	74.29	8555
after CTS	1.19	73.33	8815
after global routing	1.20	73.49	8821
final	1.16	73.64	8829
Power figures rest on the tool's default switching activity, not on a simulated workload.
